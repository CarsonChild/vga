## config.mk

```make
export PLATFORM = sky130hd
export DESIGN_NAME = counter
export DESIGN_NICKNAME = counter
export VERILOG_FILES = /design/flow/design.v
export SDC_FILE = /design/flow/constraint.sdc
export NUM_CORES = 4
export LEC_CHECK = 1
export CORE_AREA = 10 10 70 70
export DIE_AREA = 0 0 80 80
```

## run.sh

```bash
#!/bin/bash
# OpenROAD 26Q1-2900-gdf79404cd8, Yosys 0.63+post, stock flow scripts
make -C /OpenROAD-flow-scripts/flow DESIGN_CONFIG=/design/flow/config.mk WORK_HOME=/design/flow/orfs finish
```

## constraint.sdc

```tcl
current_design counter

set clk_period 2.9
set clk_io_pct 0.2

create_clock -name clk0 -period $clk_period [get_ports {clk}]

set non_clock_inputs [all_inputs -no_clocks]
set_input_delay [expr $clk_period * $clk_io_pct] -clock clk0 $non_clock_inputs
set_output_delay [expr $clk_period * $clk_io_pct] -clock clk0 [all_outputs]
```

## design.v

```verilog
`timescale 1ns / 1ps
module counter #(parameter N = 8, parameter MAX = 2^N - 1)(
        input wire logic clk, rst, en,
        output     logic [N-1:0] count,
        output     logic end_count            
    );
    always_ff @( posedge clk ) begin : Increment_Count
        if (~rst && en) begin
            if(count[N-1:0] == MAX-1) begin
                count[N-1:0] <= '0;
            end
            else begin
                count[N-1:0] <= count[N-1:0] + 1;
            end
        end
        else if (rst) begin
            count[N-1:0] <= '0;
        end
    end
    assign end_count = count[N-1:0] == MAX-1;                
endmodule
```

==> GITHUB_STEP_SUMMARY <==
### Flow metrics

| Metric | Value |
|---|---|
| YS chip area | `455 µm²` |
| IO buf count | `11` |
| DRC | `0` |
| First-pass GRT wire length | `1.84 mm` |
| Met2 usage | `5.06%` |
| Skew-Pair Late Insertion Delay | `0.25 ns` |
| Hold Path Class | `reg2reg` |
| Post-layout period usage | `between 80% and 90%` |
| Layout fillers | `376` |
| Largest area contributor in the netlist | `edfxtp_1` |
| Largest Register | `count` |
| DP HPWL | `799 µm` |
| Synth Instances | `about 43` |
| # clock sinks | `8` |
| Crit-path leading delay family | `buffers and inverters` |
| Worst Path Arrival | `1.94 ns` |
| Critical Path End Type | `output port` |
| Tally of OpenROAD warnings | `26` |
| Design Area, Final | `roughly 650 µm²` |
| Inserted Diodes | `0` |
| Clk root buf | `clkbuf_4` |
| Max Clock Skew | `approximately 0.0012 ns` |
| Top flop regs | `count x8` |
| Fin. Hold Viols | `0` |
| Setup-failing EPs final | `0` |
| Final setup TNS | `0 ns` |
| Syn_area_per_cell | `10.6 µm²` |
| Synth Cell Area | `455 µm²` |
| Post-layout util | `18.9%` |
| AO/OA Area Share | `9.89%` |
| Buffers & Inverters on Critical Path | `2` |
| Placed Area | `623 µm²` |
| Adders+Majority by Area | `between 5 and 6%` |
| Vias per cell | `3.56` |
| Mux share | `0%` |
| Drt wl/cell | `10.1 µm` |
| Post-CTS setup buffers | `0` |
| Min Tclk post-route | `2.52 ns` |
| Die X | `80 µm` |
| Met3 GRT Util | `2.84%` |
| FP Core Util | `13.3%` |
| Worst Setup Start Kind | `register` |
| Yosys cell count | `43` |
| Yosys simple share | `22.0%` |
| Place WS | `0.646 ns` |
| Setup WS post-layout | `0.383 ns` |
| Register area share after synthesis | `52.7%` |
| Initial DRC count | `between 70 and 80` |
| Max Slew Vio Count | `0` |
| Peak supply drop | `0.0853 mV` |
| Crit-path max cell delay | `~0.47 ns` |
| Gr busiest metal | `met2` |
| Met1 Resource Use GR | `4.34%` |
| CTS Hold Buffers Added | `0` |
| Gates resized, CTS repair | `0` |
| Max reg flops | `8` |
| Largest logic family | `simple AND/OR/NAND/NOR gates` |
| CP required | `2.32 ns` |
| Chip height | `80 µm` |
| Leakage | `0.221 nW` |
| Total core area | `3420 µm²` |
| Worst-path cell chain | `inv_1 -> ha_1 -> nor4b_1 -> and3_2 -> clkdlybuf4s50_1` |
| CTS tree | `yes` |
| Vias in the first global route | `407` |
| Unique cell types | `17` |
| Dominant flop cell | `edfxtp_1` |
| Syn. warnings | `1` |
| Clk buf depth | `2` |
| Cell row count | `21` |
| Layout Area Growth over Synthesis | `41.8%` |
| Critical path class | `reg2out` |
| H-tree depth | `1` |
| Max-cap violations | `0` |
| PD cells | `422 nW/µm²` |
| I/O pin cnt | `12` |
| Crit path max fanout | `7` |
| Wirelength, routed | `approximately 1.0 mm` |
| Synthesized registers | `8` |
| Status | `finished, final reports clean` |
| Worst rel slew slack | `77.7%` |
| Post-synth ARST share | `0%` |
| GP Congestion | `0.812` |
| Largest net degree at the start of global routing | `9` |
| Slew @ Worst Pin | `roughly 0.33 ns` |
| Unrepaired setup endpoints after global routing | `false` |
| Count of library flops with an enable pin | `8` |
| Fmax | `397 MHz` |
| Top-area cell type share of the netlist area | `52.7%` |
| Yosys xor share | `5.77%` |
| Antenna viol nets, final | `0` |
| Slowest library cell on the worst path | `edfxtp_1` |
| Initial DRT Pass Iterations | `4` |
| Initial antenna violation count | `0` |
| Clk slew on worst S/H paths | `0.05 ns` |
| Global-route usage over all layers | `3.61%` |
| Top cells by count | `8 x edfxtp_1, 6 x nor2_1, 5 x inv_1` |
| Total gr overflow | `0` |
| Via count | `about 370` |
| Die Size | `6400 µm²` |
| Layout cell share with drive strength beyond 1 | `between 10 and 15%` |
| Top cells by area | `edfxtp_1 53%, ha_1 5.5%, nor2_1 4.9%, nand3_1 4.4%, inv_1 4.1%` |
| Most frequent cell after synthesis | `edfxtp_1` |
| CTS Buf Count | `3` |
## placed cells by master (no fill, tap or decap)
master / n
or2_2: 1
inv_1: 5
o21ai_0: 3
nand4_2: 1
xnor2_1: 1
ha_1: 2
a21oi_2: 1
nor4b_1: 1
clkdlybuf4s50_1: 11
nand3_1: 4
clkbuf_4: 3
nor2_1: 6
nand2_1: 1
or3_1: 3
a311o_2: 1
and3_2: 1
xor2_1: 2
a21oi_1: 2
edfxtp_1: 8
## area by class of cell
cell class / count / area, µm² / share of cell area, %
multi-input combinational: 30 / 196 / 30.4
sequential: 8 / 240 / 37.2
inverter: 5 / 18.8 / 2.91
timing repair buffer: 11 / 110 / 17.1
tap: 46 / 57.6 / 8.91
clock buffer: 3 / 22.5 / 3.49
## where the power goes
part / internal (mW) / leakage (nW) / switching, mW / total [mW]
sequential: 0.137 / 0.0885 / 0.0128 / 0.150
clock: 0.0473 / 0.0138 / 0.0372 / 0.0845
combinational: 0.0241 / 0.118 / 0.0140 / 0.0381
## per-stage QoR
step	hold WS, ns	std cells	power [mW]
final	0.691	103	0.272
after global routing	0.755	103	0.291
after CTS	0.696	103	0.278
after detailed placement	0.684	100	0.191
after global placement	0.664	100	0.191
after floorplan	0.623	43	0.164
## kinds of logic after synthesis
kind of cell / after synthesis
simple gates: 18
flops: 8
buf+inv: 5
xor+xnor: 3
compound gates: 7
fa+ha+maj: 2
## worst paths after layout
check                              start                     end  slack, ns  cells after the start
setup / recovery  count[0]$_SDFFCE_PP0P_               end_count       0.38                      5
hold / removal    count[0]$_SDFFCE_PP0P_  count[0]$_SDFFCE_PP0P_       0.69                      1
setup reg to reg  count[0]$_SDFFCE_PP0P_  count[4]$_SDFFCE_PP0P_       1.23                      5
hold reg to reg   count[0]$_SDFFCE_PP0P_  count[0]$_SDFFCE_PP0P_       0.69                      1
## metal layers
metal	wire [µm]	part of all wire, %
met1	436	42
met2	440	42
met3	165	16
met4	0	0
met5	0	0
Power is estimated from default activity; no workload was simulated.
